==> flow/design.v <==
module decode_pipe_unit #(parameter  DATA_WIDTH = 32,
                            ADDRESS_BITS = 20)(
    input clock, reset, stall,
    input [DATA_WIDTH-1:0] rs1_data_decode,
    input [DATA_WIDTH-1:0] rs2_data_decode,
    input [6:0] funct7_decode,
    input [2:0] funct3_decode,
    input [4:0] rd_decode,
    input [6:0] opcode_decode,
    input [DATA_WIDTH-1:0] extend_imm_decode,
    input [ADDRESS_BITS-1:0] branch_target_decode,
    input [ADDRESS_BITS-1:0] JAL_target_decode,
    input [ADDRESS_BITS-1:0] PC_decode,
    input branch_op_decode,
    input memRead_decode,
    input [2:0] ALUOp_decode,
    input memWrite_decode,
    input [1:0] next_PC_select_decode,
    input [1:0] next_PC_select_memory,
    input [1:0] operand_A_sel_decode,
    input operand_B_sel_decode,
    input regWrite_decode,
    input [DATA_WIDTH-1:0] instruction_decode,
    output [DATA_WIDTH-1:0] rs1_data_execute,
    output [DATA_WIDTH-1:0] rs2_data_execute,
    output [6:0] funct7_execute,
    output [2:0] funct3_execute,
    output [4:0] rd_execute,
    output [6:0] opcode_execute,
    output [DATA_WIDTH-1:0] extend_imm_execute,
    output [ADDRESS_BITS-1:0] branch_target_execute,
    output [ADDRESS_BITS-1:0] JAL_target_execute,
    output [ADDRESS_BITS-1:0] PC_execute,
    output branch_op_execute,
    output memRead_execute,
    output [2:0] ALUOp_execute,
    output memWrite_execute,
    output [1:0] next_PC_select_execute,
    output [1:0] operand_A_sel_execute,
    output operand_B_sel_execute,
    output regWrite_execute,
    output [DATA_WIDTH-1:0] instruction_execute
);
localparam NOP = 32'h00000013;
reg [DATA_WIDTH-1:0] rs1_data_decode_to_execute;
reg [DATA_WIDTH-1:0] rs2_data_decode_to_execute;
reg [6:0] funct7_decode_to_execute;
reg [2:0] funct3_decode_to_execute;
reg [4:0] rd_decode_to_execute;
reg [6:0] opcode_decode_to_execute;
reg [DATA_WIDTH-1:0] extend_imm_decode_to_execute;
reg [ADDRESS_BITS-1:0] branch_target_decode_to_execute;
reg [ADDRESS_BITS-1:0] JAL_target_decode_to_execute;
reg [ADDRESS_BITS-1:0] PC_decode_to_execute;
reg branch_op_decode_to_execute;
reg memRead_decode_to_execute;
reg [2:0] ALUOp_decode_to_execute;
reg memWrite_decode_to_execute;
reg [1:0] next_PC_select_decode_to_execute;
reg [1:0] operand_A_sel_decode_to_execute;
reg operand_B_sel_decode_to_execute;
reg regWrite_decode_to_execute;
reg [DATA_WIDTH-1:0] instruction_decode_to_execute;
assign  rs1_data_execute       = rs1_data_decode_to_execute;
assign  rs2_data_execute       = rs2_data_decode_to_execute;
assign  funct7_execute         = funct7_decode_to_execute;
assign  funct3_execute         = funct3_decode_to_execute;
assign  rd_execute             = rd_decode_to_execute;
assign  opcode_execute         = opcode_decode_to_execute;
assign  extend_imm_execute     = extend_imm_decode_to_execute;
assign  branch_target_execute  = branch_target_decode_to_execute;
assign  JAL_target_execute     = JAL_target_decode_to_execute;
assign  PC_execute             = PC_decode_to_execute;
assign  branch_op_execute      = branch_op_decode_to_execute;
assign  memRead_execute        = memRead_decode_to_execute;
assign  ALUOp_execute          = ALUOp_decode_to_execute;
assign  memWrite_execute       = memWrite_decode_to_execute;
assign  next_PC_select_execute    = next_PC_select_decode_to_execute;
assign  operand_A_sel_execute  = operand_A_sel_decode_to_execute;
assign  operand_B_sel_execute  = operand_B_sel_decode_to_execute;
assign  regWrite_execute       = regWrite_decode_to_execute;
assign  instruction_execute    = instruction_decode_to_execute;
always @(posedge clock) begin
    if(reset) begin
        rs1_data_decode_to_execute       <= {DATA_WIDTH{1'b0}};
        rs2_data_decode_to_execute       <= {DATA_WIDTH{1'b0}};
        funct7_decode_to_execute         <= 7'b0;
        funct3_decode_to_execute         <= 3'b0;
        rd_decode_to_execute             <= 5'b0;
        opcode_decode_to_execute         <= 7'b0;
        extend_imm_decode_to_execute     <= {DATA_WIDTH{1'b0}};
        branch_target_decode_to_execute  <= {ADDRESS_BITS{1'b0}};
        JAL_target_decode_to_execute     <= {ADDRESS_BITS{1'b0}};
        PC_decode_to_execute             <= {ADDRESS_BITS{1'b0}};
        branch_op_decode_to_execute      <= 1'b0;
        memRead_decode_to_execute        <= 1'b0;
        ALUOp_decode_to_execute          <= 3'b0;
        memWrite_decode_to_execute       <= 1'b0;
        next_PC_select_decode_to_execute    <= 2'b0;
        operand_A_sel_decode_to_execute  <= 2'b0;
        operand_B_sel_decode_to_execute  <= 1'b0;
        regWrite_decode_to_execute       <= 1'b0;
        instruction_decode_to_execute    <= NOP;
    end
    else if(stall) begin
         rs1_data_decode_to_execute       <= 5'd0;
         rs2_data_decode_to_execute       <= 5'd0;
         funct7_decode_to_execute         <= 7'd0;
         funct3_decode_to_execute         <= 3'd0;
         rd_decode_to_execute             <= 5'd0;
         opcode_decode_to_execute         <= 7'h13;  
         branch_target_decode_to_execute  <= branch_target_decode;  
         JAL_target_decode_to_execute     <= JAL_target_decode;  
         branch_op_decode_to_execute      <= 1'b0;
         memRead_decode_to_execute        <= 1'b0;
         ALUOp_decode_to_execute          <= 3'd1;  
         memWrite_decode_to_execute       <= 1'b0;
         next_PC_select_decode_to_execute <= next_PC_select_execute;  
         operand_A_sel_decode_to_execute  <= 2'd0;
         operand_B_sel_decode_to_execute  <= 1'b1;  
         regWrite_decode_to_execute       <= 1'b1;  
         extend_imm_decode_to_execute     <= {DATA_WIDTH{1'b0}};
         PC_decode_to_execute             <= {ADDRESS_BITS{1'b0}};  
         instruction_decode_to_execute    <= NOP;
    end
    else if( (next_PC_select_execute != 2'b00) || (next_PC_select_memory != 2'b00) ) begin
         rs1_data_decode_to_execute       <= 5'd0;
         rs2_data_decode_to_execute       <= 5'd0;
         funct7_decode_to_execute         <= 7'd0;
         funct3_decode_to_execute         <= 3'd0;
         rd_decode_to_execute             <= 5'd0;
         opcode_decode_to_execute         <= 7'h13;  
         branch_target_decode_to_execute  <= {ADDRESS_BITS{1'b0}};
         JAL_target_decode_to_execute     <= {ADDRESS_BITS{1'b0}};
         branch_op_decode_to_execute      <= 1'b0;
         memRead_decode_to_execute        <= 1'b0;
         ALUOp_decode_to_execute          <= 3'd1;  
         memWrite_decode_to_execute       <= 1'b0;
         next_PC_select_decode_to_execute <= 2'd0;
         operand_A_sel_decode_to_execute  <= 2'd0;
         operand_B_sel_decode_to_execute  <= 1'b1;  
         regWrite_decode_to_execute       <= 1'b1;  
         extend_imm_decode_to_execute     <= {DATA_WIDTH{1'b0}};
         PC_decode_to_execute             <= {ADDRESS_BITS{1'b0}};  
         instruction_decode_to_execute    <= NOP;
    end
    else begin
        rs1_data_decode_to_execute       <= rs1_data_decode;
        rs2_data_decode_to_execute       <= rs2_data_decode;
        funct7_decode_to_execute         <= funct7_decode;
        funct3_decode_to_execute         <= funct3_decode;
        rd_decode_to_execute             <= rd_decode;
        opcode_decode_to_execute         <= opcode_decode;
        branch_target_decode_to_execute  <= branch_target_decode;
        JAL_target_decode_to_execute     <= JAL_target_decode;
        branch_op_decode_to_execute      <= branch_op_decode;
        memRead_decode_to_execute        <= memRead_decode;
        ALUOp_decode_to_execute          <= ALUOp_decode;
        memWrite_decode_to_execute       <= memWrite_decode;
        next_PC_select_decode_to_execute <= next_PC_select_decode;
        operand_A_sel_decode_to_execute  <= operand_A_sel_decode;
        operand_B_sel_decode_to_execute  <= operand_B_sel_decode;
        regWrite_decode_to_execute       <= regWrite_decode;
        extend_imm_decode_to_execute     <= extend_imm_decode;
        PC_decode_to_execute             <= PC_decode;
        instruction_decode_to_execute    <= instruction_decode;
     end
end
endmodule
==> flow/run.sh <==
#!/bin/bash
# OpenROAD 26Q1-2900-gdf79404cd8, Yosys 0.63+post, stock flow scripts
make -C /OpenROAD-flow-scripts/flow DESIGN_CONFIG=/design/flow/config.mk WORK_HOME=/design/flow/orfs finish
==> flow/config.mk <==
export PLATFORM = sky130hd
export DESIGN_NAME = decode_pipe_unit
export DESIGN_NICKNAME = decode_pipe_unit
export VERILOG_FILES = /design/flow/design.v
export SDC_FILE = /design/flow/constraint.sdc
export NUM_CORES = 4
export LEC_CHECK = 1
export CORE_AREA = 10 10 208 208
export DIE_AREA = 0 0 218 218
==> flow/constraint.sdc <==
current_design decode_pipe_unit

set clk_period 6.0
set clk_io_pct 0.2

create_clock -name clk0 -period $clk_period [get_ports {clock}]

set non_clock_inputs [all_inputs -no_clocks]
set_input_delay [expr $clk_period * $clk_io_pct] -clock clk0 $non_clock_inputs
set_output_delay [expr $clk_period * $clk_io_pct] -clock clk0 [all_outputs]
==> notes.md <==
yosys + openroad results -> # IOs=449, mux share=0.304%, share of layout cells above drive strength 1=9.62%, Yosys Chip Area=roughly 0.0066 mm^2, drt wl/cell=around 18 um, Syn Area/Cell=roughly 12 um^2, Finished Cell Area=about 0.012 mm^2, post_cts resized=0, Largest cells by area=dfxtp_1, and3_1, a21oi_2, CTS tree=done, Startpoint Class=flop, H-tree depth=1, Setup TNS=0 ns, Power Density=about 280 mW/mm^2, Yosys Instances=approximately 550, Worst-path clk slew=roughly 0.050 ns, Final HPWL DP=between 20 and 25 mm, first-pass GRT wire length=between 30 and 40 mm, TritonCTS Buffers=26, Area Growth Syn to Fin=88.1%, Synth top cells by count=dfxtp_1, and3_1, a21oi_2, nand2b_1, clkbuf_1, core area=~0.039 mm^2, Hold/Removal Path Class=reg -> reg, status=finished, final reports clean, critical path's top delay family=buffers and inverters, Synth flops=222, Max-Cap Viols=0, Setup violations, final=0, Worst Max-Slew Pin Slew=approximately 0.79 ns, reg2reg path depth=4, Routed Antenna Nets=0, most common cell in the synthesized netlist=dfxtp_1, Complex Gates by Area=under 10%, largest net degree at the start of global routing=169, Setup CP Type=reg -> out, total wire length=26.7 mm, cell taking the most area after synthesis=dfxtp_1, Die X=~220 um, buffer and inverter count on the worst path=1, Multi-input gate area=roughly 0.0018 mm^2, Iter 0 DRT Violations=236, CP max-delay cell=clkdlybuf4s50_1, Tool Warnings=27, number of port buffers=~450, routed wl met3=roughly 3 mm, Seq share, synth=between 60 and 70%, initial antenna violation count=1, met2 wire length=roughly 13 mm, leak pwr=5.16 nW, Mapped Cells=between 500 and 600, die area=about 0.048 mm^2, Max Clk Rate=about 370 MHz, final hold vios=0, Clock Tree Root=clkbuf_16, clk buf depth=3, Dominant cell area share=about two thirds, Top logic family=simple AND/OR/NAND/NOR gates, peak supply drop=between 0.15 and 0.2 mV, unrepaired setup endpoints after global routing=no, final period utilization=44.6%, clk ins delay skew pair=~0.53 ns, GRT overflow=0, global-route usage over all layers=~11%, worst hold path depth=2, Main synth FF type=dfxtp_1, Post-CTS Hold Fix Bufs=0, Critical Path AT=~1.5 ns, Cell Area, Placed=about 0.011 mm^2, Synth async-reset ratio=0%, Crit. End Element=output pin, vias in the first global route=5901, CP cell instances=clkdlybuf4s50_1, DRC Markers=0, Simple-Gate Fraction of Synth Area=around a fifth, Post-CTS Setup Inserts=0, Sink Count=222, CP max FO=4, WP data required=between 4 and 5 ns, via count=approximately 5600, top routing layer in use=met4, Register Area=roughly 0.0044 mm^2, Filler Cells Inserted=just under 4000, Rows=72, slew margin rel.=between 40 and 50%, Mapped Area=0.00658 mm^2, Vias/cell=roughly 3.7, crit path time final=between 2 and 3 ns, total iterations of the first detailed-routing run=4, skew final=0.0136 ns, number of enable flip-flop cells=0, Distinct cells, synth=18, Max stage delay on crit path=0.54 ns, XOR Share, Synth=0%, Initial Util=between 15 and 20%, Adders+Majority by Area=0%, WP depth=1, Die Ht=between 200 and 250 um, Slew Viols, Final=0, yosys synthesis warning count=1, Metal-1 WL=10.2 mm, RePlAce Congestion=approximately 0.82
==> registers in the layout, summed over array words and instances, names as in the netlist <==
| name | flops |
|---|---|
| branch_target_decode_to_execute | 20 |
| next_PC_select_decode_to_execute | 2 |
| funct3_decode_to_execute | 3 |
| memRead_decode_to_execute | 1 |
| opcode_decode_to_execute | 7 |
| operand_B_sel_decode_to_execute | 1 |
| rd_decode_to_execute | 5 |
| extend_imm_decode_to_execute | 32 |
| rs2_data_decode_to_execute | 32 |
| JAL_target_decode_to_execute | 20 |
| operand_A_sel_decode_to_execute | 2 |
| instruction_decode_to_execute | 32 |
| branch_op_decode_to_execute | 1 |
| regWrite_decode_to_execute | 1 |
| rs1_data_decode_to_execute | 32 |
| ALUOp_decode_to_execute | 3 |
| funct7_decode_to_execute | 7 |
| PC_decode_to_execute | 20 |
| memWrite_decode_to_execute | 1 |
==> through the flow <==
step | power (mW) | std cells | util [%] | setup slack [ns] | hold WS, ns
floorplan | 1.63 | 549 | - | 3.81 | 0.593
global placement | 1.87 | 1468 | 29.6 | 2.81 | 0.641
detailed placement | 1.87 | 1468 | 29.6 | 2.83 | 0.649
CTS | 3.53 | 1516 | 31.9 | 3.27 | 0.657
global route | 3.60 | 1517 | 31.9 | 3.25 | 0.682
finish | 3.45 | 1517 | 31.9 | 3.32 | 0.655
==> cell type report <==
cell class	count	share of cell area [%]
Timing Repair Buffer	454	36.7
Clock buffer	37	6.25
Sequential cell	222	35.9
Clock inverter	11	0.981
Tap cell	518	5.24
Antenna cell	1	0.0202
Multi-Input combinational cell	273	14.8
Inverter	1	0.0303
==> path summary, 6_finish.rpt <==
kind | slack (ns) | to | startpoint
worst max-delay path | 3.32 | next_PC_select_execute[0] | next_PC_select_decode_to_execute[0]
worst min-delay path | 0.66 | next_PC_select_decode_to_execute[0] | next_PC_select_decode_to_execute[0]
worst max register to register | 4.10 | rs1_data_decode_to_execute[23] | next_PC_select_decode_to_execute[1]
worst min register to register | 0.66 | next_PC_select_decode_to_execute[0] | next_PC_select_decode_to_execute[0]
==> layout by cell type (no fill, tap or decap) <==
cell / netlist / routed
a211oi_2: 2 / 2
a21oi_1: 6 / 6
a21oi_2: 40 / 40
and3_1: 171 / 171
buf_12: 4 / 1
buf_4: 1 / 5
bufinv_16: 0 / 2
clkbuf_1: 31 / 4
clkbuf_16: 0 / 27
clkbuf_8: 0 / 6
clkdlybuf4s50_1: 0 / 448
clkinv_2: 0 / 5
clkinv_4: 0 / 2
clkinvlp_4: 0 / 1
dfxtp_1: 222 / 222
diode_2: 0 / 1
inv_2: 0 / 1
inv_8: 0 / 1
mux2i_1: 2 / 2
nand2b_1: 40 / 40
nand3b_1: 3 / 3
nor2_1: 7 / 6
nor2_4: 0 / 1
nor4_4: 1 / 1
or4_4: 1 / 1
==> power breakdown <==
part           switching, mW  total, mW  leakage (nW)  internal [mW]
combinational          0.100      0.313          2.91          0.212
sequential            0.0105       1.52          1.80           1.51
clock                  0.634       1.62         0.443          0.985
total                  0.745       3.45          5.16           2.71
==> logic make-up (layout without fill, tap and decap cells) <==
family | after synthesis | after routing
DFF | 222 | 222
and+or+nand+nor | 223 | 223
buffers and inverters | 54 | 503
other | 0 | 1
muxes | 2 | 2
AOI/OAI and AO/OA | 48 | 48
==> metal layers <==
metal / up-vias / global-route usage (%)
met5: - / 0
met4: 0 / 2.43
li1: 2711 / -
met1: 2527 / 12.5
met3: 31 / 4.92
met2: 287 / 17.9
No activity file was given, so power comes from the tool's default toggle rates.
