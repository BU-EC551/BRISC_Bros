<file path="design.v">
module mm_vga_reg #(
  parameter N = 32,
  parameter R_ADDR = 32'h80000000,
  parameter G_ADDR = 32'h80000001,
  parameter B_ADDR = 32'h80000002
) (
  input clock,
  input reset,
  input we,
  input [N-1:0] data,
  input [N-1:0] addr,
  output [N-1:0] q,
  output reg [N-1:0] red,
  output reg [N-1:0] green,
  output reg [N-1:0] blue
);
assign q = (addr == R_ADDR) ? red
         : (addr == G_ADDR) ? green
         : (addr == B_ADDR) ? blue
         : {N{1'b0}};
always@(posedge clock) begin
  if (reset) begin
    red <= {N{1'b0}};
    green <= {N{1'b0}};
    blue <= {N{1'b0}};
  end else if(we) begin
    red <= (addr == R_ADDR) ? data : red;
    green <= (addr == G_ADDR) ? data : green;
    blue <= (addr == B_ADDR) ? data : blue;
  end else begin
    red <= red;
    green <= green;
    blue <= blue;
  end
end  
endmodule
</file>
<file path="run.sh">
#!/bin/bash
# OpenROAD 26Q1-2900-gdf79404cd8, Yosys 0.63+post, stock flow scripts
make -C /OpenROAD-flow-scripts/flow DESIGN_CONFIG=/design/flow/config.mk WORK_HOME=/design/flow/orfs finish
</file>
<file path="config.mk">
export PLATFORM = sky130hd
export DESIGN_NAME = mm_vga_reg
export DESIGN_NICKNAME = mm_vga_reg
export VERILOG_FILES = /design/flow/design.v
export SDC_FILE = /design/flow/constraint.sdc
export NUM_CORES = 4
export LEC_CHECK = 1
export CORE_UTILIZATION = 30
</file>
<file path="constraint.sdc">
current_design mm_vga_reg

set clk_period 10.4
set clk_io_pct 0.2

create_clock -name clk0 -period $clk_period [get_ports {clock}]

set non_clock_inputs [all_inputs -no_clocks]
set_input_delay [expr $clk_period * $clk_io_pct] -clock clk0 $non_clock_inputs
set_output_delay [expr $clk_period * $clk_io_pct] -clock clk0 [all_outputs]
</file>
==> notes.md <==
Implementation results. In this run the worst path has a maximum fanout of 32. Buffers inserted to repair hold after CTS numbered 0. STA classifies the critical path endpoint as an output pin. Cell count in the Yosys report landed at 478. Total of flip-flops plus latches after synthesis landed at 96. According to the hold report, the worst path is of the flip-flop to flip-flop type. Clock tree synthesis found a total of between 90 and 100 sinks. Number of warnings printed during yosys synthesis landed at 1.

Setup repair after global routing left no endpoint under its margin. Total global-route track usage over all layers is 19.02%. First-pass GRT wire length landed at 21,010 um.

The top cell types in the final layout, fill and taps aside, are sky130_fd_sc_hd__clkdlybuf4s50_1 (193), sky130_fd_sc_hd__nor2_1 (128), sky130_fd_sc_hd__dfxtp_1 (96). Across all stage logs, warnings added up to 25. Post-synthesis sequential area ratio landed at between 40 and 50%.

Chip height landed at 120.1 um. Total cell area reported by yosys after synthesis landed at 4185 um^2. The worst setup path is of the primary input to output pin kind. Number of inserted diodes landed at 0.

STA shows the worst reg2reg path with a cell count of 2. The initial utilization of the core area, before any placement, comes to ~31%. Share of layout cells above drive strength 1 landed at under 10%. Per the TritonCTS log, the buffer count is 9. STA lists the endpoint of the worst register-to-register path as blue[17].

In this build the clock could be raised as far as between 100 and 150 MHz. According to the timing report, the arrival time at the worst endpoint equals 5.02 ns. Worst-case vdd ir drop landed at 92.71 uV. Endpoints with negative setup slack in the final report add up to 0. Number of buffers inserted to repair setup after CTS landed at 0. In this run the horizontal extent of the chip is roughly 120 um. Netlist area before placement landed at 4185 um^2. Post-detailed-route count of antenna-violating nets landed at 0. The worst path in the final design needs a cycle of 7.099 ns, including I/O delays and setup. Tally of buffers added on design ports landed at slightly below 200.

Site row count landed at 42. From synthesis to final layout, the design area changed by 55.81%. Number of top-level pins landed at 195. Routability congestion estimate landed at 0.8104. Count of cells along the worst hold path landed at 2. Sum of overflow across all layers after global routing landed at 0. The most common logic cell in the final layout is sky130_fd_sc_hd__clkdlybuf4s50_1. In this run the power spent charging and discharging nets is ~170 uW. The number of maximum-capacitance violations recorded for the run is 0. Number of placed instances with taps included landed at 819.

The critical path in the final layout is reported with a setup slack of 3.301 ns. Number of cells in the finished layout apart from fillers landed at between 800 and 900. STA lists the startpoint of the worst hold path as red[22]. TritonCTS built the clock tree.

Of the total power, registers draw 49.2%. In this run, the clock network consumes 45.4% of the power. In the routed design, unresolved DRC markers number 0. Total negative slack for setup checks landed at 0 ns. Before CTS, the worst setup slack after placement is 3.288 ns. In this run the static leakage power is between 0.002 and 0.0025 uW. The first detailed-routing pass ran for 4 iterations.

Fraction of power consumed by combinational cells landed at 5.4%. Ratio of routed vias to standard cells landed at 4.890. Overall die area landed at 14,430 um^2. Detailed router's first-iteration violation count landed at 222. Per the skew report, the later register of the worst-skew pair sees a clock latency of 0.33 ns. Per the CTS log, the root buffer master is sky130_fd_sc_hd__clkbuf_16. Worst-margin pin slew landed at 0.9500 ns.

Internal power component landed at ~580 uW. The number of global-route vias before repair came to 3,842. Maximum number of pins on one net before global-route repair landed at about 54. Reg2reg setup slack landed at 9.73 ns. Post-CTS repair changed the size of 0 cells. Counting along the longest clock path gives a buffer depth of 2.

Clock-pin slew on the worst setup and hold paths landed at around 0.070 ns. Count of unique library cells instantiated by Yosys landed at 21. Instance count of the mapped netlist landed at 478. Routed wire length landed at roughly 13,000 um. Total number of vias landed at 4,083. Part of the cycle the worst path needs landed at 68.26%. Endpoint required time on the critical path landed at ~8.3 ns. A synthesized cell averages 8.756 um^2. The script computed a power per unit cell area of 114.5 nW/um^2.

Depth of the CTS H-tree landed at 3. Counting pins that exceed their max-slew limit in the final report gives 0. The core region is 13,400 um^2. Number of hold violations in the final report landed at 0.

STA classifies the critical path startpoint as a primary input. Net switching is 22.16% of the power. The wire-length estimate of the detail-placed layout is 8954 um. After layout, the setup clock skew is reported as 0 ns. Initial antenna violation count landed at 0. In the hold report, the worst path ends at red[22]. The startpoint identified for the worst register-to-register timing path is blue[17]. The routed design shows a wire length per standard cell of 16.13 um. The most critical hold endpoint after final layout shows a slack of 0.4788 ns. The flow ran to the end, and the final reports show no timing, DRC or antenna violations. Headroom to the max-slew limit landed at 36.52%.
## flip-flops by register name, summed over array words and instances, names as in the netlist
name	count
blue	32
red	32
green	32
## synthesized netlist by cell type
| library cell | number | area [um^2] |
|---|---|---|
| sky130_fd_sc_hd__buf_2 | 11 | 55.05 |
| sky130_fd_sc_hd__nand2_1 | 64 | 240.2 |
| sky130_fd_sc_hd__nor4_4 | 2 | 42.54 |
| sky130_fd_sc_hd__nand4_1 | 3 | 18.77 |
| sky130_fd_sc_hd__nor3b_1 | 1 | 7.510 |
| sky130_fd_sc_hd__nand4_4 | 1 | 21.27 |
| sky130_fd_sc_hd__clkbuf_1 | 18 | 67.56 |
| sky130_fd_sc_hd__or4_1 | 1 | 7.510 |
| sky130_fd_sc_hd__or3_1 | 1 | 6.260 |
| sky130_fd_sc_hd__nor2_1 | 129 | 484.2 |
| sky130_fd_sc_hd__inv_1 | 2 | 7.510 |
| sky130_fd_sc_hd__a221oi_1 | 32 | 280.3 |
| sky130_fd_sc_hd__nor4b_1 | 1 | 8.760 |
| sky130_fd_sc_hd__nor3_1 | 3 | 15.01 |
| sky130_fd_sc_hd__a21oi_1 | 32 | 160.2 |
| sky130_fd_sc_hd__mux2i_1 | 64 | 640.6 |
| sky130_fd_sc_hd__buf_6 | 8 | 90.09 |
| sky130_fd_sc_hd__nor4_2 | 7 | 87.58 |
| sky130_fd_sc_hd__nor4b_2 | 1 | 15.01 |
| sky130_fd_sc_hd__dfxtp_1 | 96 | 1922 |
| sky130_fd_sc_hd__buf_4 | 1 | 7.510 |
## metal layers
layer	global-route usage (%)	share of wire, %
met1	29.45	47
met2	28.38	44
met3	4.612	8.5
met4	1.719	0.73
met5	0	0
## area by class of cell
cell class / instances / area (um^2)
inverter: 2 / 7.507
timing repair buffer: 203 / 2007
multi-input combinational: 342 / 2062
sequential: 96 / 1922
clock inverter: 7 / 77.57
tap: 176 / 220.2
clock buffer: 9 / 225.2
fill: 1260 / 6879
## worst max path at each step
stage | startpoint | endpoint | slack, ns | cells past startpoint
finish | addr[0] | q[31] | 3.30 | 7
global route | addr[0] | q[31] | 3.09 | 7
CTS | addr[0] | q[31] | 3.29 | 7
## through the flow
step / area, um^2 / total power, uW / util [%]
after global routing: 6521 / 772.3 / 48.66
after CTS: 6521 / 755.3 / 48.66
after detailed placement: 6218 / 416.2 / 46.41
after floorplan: 4185 / 384.3 / -
final: 6521 / 746.7 / 48.66
after global placement: 6218 / 415.7 / 46.41
## worst max-delay path: stages
cell and delay [ns]:
sky130_fd_sc_hd__clkdlybuf4s50_1 0.74, sky130_fd_sc_hd__nor4b_1 0.31, sky130_fd_sc_hd__nand4_1 0.18, sky130_fd_sc_hd__nor2_4 0.76, sky130_fd_sc_hd__a221oi_1 0.22, sky130_fd_sc_hd__nor2_1 0.22
sky130_fd_sc_hd__clkdlybuf4s50_1 0.50
## power groups by stage
stage | Sequential (uW) | Clock [uW] | Combinational (uW)
CTS | 367 | 348 | 40.5
global route | 367 | 362 | 42.9
finish | 367 | 339 | 40.1
## kinds of logic after synthesis
family | Yosys count | synth area share [%]
buffers and inverters | 40 | 5.441
and+or+nand+nor | 214 | 22.81
AOI/OAI and AO/OA | 64 | 10.52
DFF | 96 | 45.92
muxes | 64 | 15.31
Power is estimated from default activity; no workload was simulated.
